==> flow/design.v <==
`timescale 1ns/1ps
module fir4_CLA_u #(parameter w = 16)(
    input  logic                 clk,
    input  logic                 reset,
    input  logic signed [w-1:0] a,
    output logic signed [w+1:0] s
);
    logic signed [w-1:0] ar, br, cr, dr;
    logic signed [w:0] sum1;
    logic signed [w:0] sum2;
    logic signed [w+1:0] sum_final;
    function automatic logic [w:0] CLA_adder(input logic signed [w-1:0] x, input logic signed [w-1:0] y);
        logic [w-1:0] G;  
        logic [w-1:0] P;  
        logic [w:0] C;    
        logic [w-1:0] S;  
        begin
            for (int i = 0; i < w; i++) begin
                G[i] = x[i] & y[i];
                P[i] = x[i] ^ y[i];
            end
            C[0] = 1'b0;
            for (int i = 0; i < w; i++) begin
                C[i+1] = G[i] | (P[i] & C[i]);
            end
            for (int i = 0; i < w; i++) begin
                S[i] = P[i] ^ C[i];
            end
            CLA_adder = {C[w], S};  
        end
    endfunction
    always_comb begin
        sum1 = CLA_adder(ar, br);
        sum2 = CLA_adder(cr, dr);
        sum_final = $signed({sum1[w], sum1}) + $signed({sum2[w], sum2});
    end
    always_ff @(posedge clk) begin
        if (reset) begin
            ar <= '0; br <= '0; cr <= '0; dr <= '0;
            s  <= '0;
        end else begin
            ar <= a;
            br <= ar;
            cr <= br;
            dr <= cr;
            s <= sum_final;
        end
    end
endmodule
==> flow/run.sh <==
#!/bin/bash
# OpenROAD 26Q1-2900-gdf79404cd8, Yosys 0.63+post, stock flow scripts
make -C /OpenROAD-flow-scripts/flow DESIGN_CONFIG=/design/flow/config.mk WORK_HOME=/design/flow/orfs finish
==> flow/config.mk <==
export PLATFORM = sky130hd
export DESIGN_NAME = fir4_CLA_u
export DESIGN_NICKNAME = fir4_CLA_u
export VERILOG_FILES = /design/flow/design.v
export SDC_FILE = /design/flow/constraint.sdc
export NUM_CORES = 4
export LEC_CHECK = 1
export CORE_UTILIZATION = 50
==> flow/constraint.sdc <==
current_design fir4_CLA_u

set clk_period 13.6
set clk_io_pct 0.2

create_clock -name clk0 -period $clk_period [get_ports {clk}]

set non_clock_inputs [all_inputs -no_clocks]
set_input_delay [expr $clk_period * $clk_io_pct] -clock clk0 $non_clock_inputs
set_output_delay [expr $clk_period * $clk_io_pct] -clock clk0 [all_outputs]
==> reports/summary.txt <==
Fmax -> 130 MHz
Final Hold Fails -> 0
Final Non-Filler Cells -> 552
Synth cell types -> 37
Peak supply drop -> 0.0000660 V
Status -> finished clean
Worst-case clock buffer depth -> 2
ANT nets after route -> 0
First-pass GRT wire length -> 9740 µm
Pwr/cell area -> 113 nW/µm²
Fa+ha+maj area frac -> 0.224
Die Span Y -> 89.6 µm
Final min period -> 7.68 ns
Area growth syn-to-layout -> 16.7%
Sw power -> 125 µW
Port Buffers -> 35
Largest net degree at the start of global routing -> 86
Core Util, Final -> 0.611
Total CTS buffers -> 9
Final setup violating endpoints -> 0
Post-CTS Hold Fix Bufs -> 0
Yosys Instances -> 411
Routability Congestion -> 0.752
Routed WL -> 5470 µm
Xor+xnor area frac -> 0.0228
CTS resizes -> 0
Slew headroom -> 0.444
Post-Syn Area per Cell -> 9.34 µm²
Combinational share of power -> 0.144
Core utilization before placement -> 0.524
DP Cell Count -> 536
Unrepaired setup endpoints after global routing -> false
Clk pwr share -> 0.350
# fillers -> 634
Main logic family -> adder cells
Worst reg2reg path endpoint -> s[16]
Setup TNS -> 0 ns
H-tree depth -> 3
Post-Synth AOI/OAI Area -> 0.0711
Simple-Gate Area Share -> 0.143
Postcts setup bufs -> 0
Worst Hold Class -> reg2reg
Critical path startpoint category -> flip-flop
DR WL/cell -> 9.91 µm
Total of warnings raised by yosys -> 1
# rows -> 31
Detailed Route Iter0 Violations -> 52
Die X -> 89.6 µm
Post-route DRC -> 0
Synth Seq Share -> 0.428
Max Cap Viol -> 0
FF-to-FF Start -> ar[0]
CP Class -> reg2reg
CP endpoint kind -> flip-flop
Critical Path Start -> ar[0]
CTS root buffer -> clkbuf_8
Worst reg-to-reg path cell count -> 23
Pleak -> 0.00191 µW
Flop pwr share -> 0.505
Clk slew on worst S/H paths -> 0.09 ns
Vias -> 2346
Vias per cell -> 4.25
WP data required -> 13.86 ns
R2r setup slk -> 5.92 ns
Chip area -> 8030 µm²
Critical Path End -> s[16]
Fin Clk Skew -> 0.0138 ns
Flops out of synthesis -> 82
Sequential Area -> 1640 µm²
Core area -> 7330 µm²
Yosys stat chip area -> 3840 µm²
Slew Viols, Final -> 0
Hpwl dp -> 4010 µm
Worst EP arrival -> 7.94 ns
I/O pins -> 36
Share of cells above drive strength 1 -> 0.0552
Mux area share -> 0.00684
Drt first pass iters -> 4
Clock Sinks -> 82
Crit Path Max Fanout -> 4
Initial antenna violation count -> 0
Worst slew pin tran -> 0.834 ns
Vias in the first global route -> 2153
Tool Warnings -> 25
Diodes inserted -> 0
Net Sw Frac -> 0.248
Clk latency of the worst-skew pair -> 0.34 ns
Final period util -> 0.565
Internal Power -> 379 µW
Logic area -> 1800 µm²
GRT Util Overall -> 0.166
Grt total ovfl -> 0
TritonCTS clock tree -> done
Post-synthesis cell count -> 411
Mapped cell area -> 3840 µm²
[critical path, stage by stage (launching register included)]
cell,delay [ns]
dfxtp_1,0.34
ha_1,0.14
inv_1,0.05
fa_1,0.37
fa_1,0.39
fa_1,0.39
fa_1,0.39
fa_1,0.39
fa_1,0.39
fa_1,0.40
fa_1,0.39
fa_1,0.39
fa_1,0.39
fa_1,0.39
fa_1,0.39
fa_1,0.39
fa_1,0.40
fa_1,0.49
inv_1,0.05
ha_1,0.33
o21ai_0,0.13
a21oi_1,0.08
or4_1,0.47
o211ai_1,0.09
[registers in the layout (all words and copies together) (netlist names)]
signal / count
br: 16
ar: 16
s: 18
cr: 16
dr: 16
[stage by stage]
stage	setup slack, ns	total power (µW)	area [µm²]	hold slack (ns)
global placement	5.98	333	4280	0.457
global route	5.62	536	4480	0.474
floorplan	6.20	307	3840	0.442
CTS	5.94	513	4480	0.460
finish	5.92	504	4480	0.465
detailed placement	5.95	333	4280	0.456
[power by group through the flow]
stage / Combinational [µW] / Sequential [µW] / Clock [µW]
4_1_cts: 73.5 / 255 / 184
5_1_grt: 84.8 / 257 / 194
6_report: 72.8 / 255 / 177
[how the worst min path moves through the flow]
stage | start | endpoint | slack [ns] | cells after the start
after CTS | br[0] | cr[0] | 0.46 | 1
after global routing | br[0] | cr[0] | 0.47 | 1
final | br[4] | cr[4] | 0.47 | 2
[area by class of cell]
type / instances / share of cell area
Clock buffer: 11 / 0.0316
Clock inverter: 5 / 0.0134
Inverter: 97 / 0.0813
Multi-Input combinational cell: 222 / 0.401
Sequential cell: 82 / 0.366
Tap cell: 99 / 0.0277
Timing Repair Buffer: 36 / 0.0788
[cells by family after synthesis]
group	after synthesis
AOI/OAI and AO/OA	40
and+or+nand+nor	120
muxes	2
xor gates and xnor gates	10
DFF	82
adders and majority gates	50
buffers and inverters	107
[synthesized netlist by cell type]
master	count	area, µm²
nor2_1	68	255
nand3_1	3	15.0
o211ai_1	3	22.5
a211oi_2	1	12.5
nand4_1	1	6.26
a211oi_1	1	7.51
fa_1	31	621
o2111ai_2	1	15.0
ha_1	19	238
o21ai_0	7	35.0
a21oi_2	1	8.76
and2_1	1	6.26
o21a_1	1	7.51
dfxtp_1	82	1640
nand2_1	12	45.0
or3_1	1	6.26
a31oi_2	1	12.5
or4_1	1	7.51
a211o_1	1	8.76
buf_1	3	11.3
a21boi_0	1	7.51
a31oi_1	1	6.26
xnor2_1	3	26.3
mux2_2	1	11.3
xor2_1	7	61.3
nand2b_4	1	13.8
a2111oi_0	1	8.76
a311oi_1	2	17.5
or2_2	1	6.26
nor2b_1	24	150
mux2_4	1	15.0
nor3_1	4	20.0
a21o_1	5	37.5
inv_1	97	364
clkbuf_1	7	26.3
a21oi_1	13	65.1
nand2b_1	3	18.8
[routing by layer]
layer	routed length, µm	up-vias	global-route usage	share of wire
met5	0	-	0	0
met4	76	0	0.0231	0.014
met3	171	7	0.0315	0.031
met2	1980	39	0.211	0.36
met1	3250	1000	0.316	0.59
li1	-	1300	-	-
[cell usage in the layout, fill, tap and decap left out, types with 2 or more instances in the layout]
cell,Yosys,routed
a21o_1,5,5
xnor2_1,3,3
nand3_1,3,3
clkdlybuf4s50_1,0,34
a311oi_1,2,2
nand2_1,12,12
o21ai_0,7,7
nor2_1,68,68
nor2b_1,24,24
a21oi_1,13,13
xor2_1,7,7
clkbuf_8,0,10
nor3_1,4,4
ha_1,19,19
o211ai_1,3,3
fa_1,31,31
inv_1,97,97
inv_6,0,2
nand2b_1,3,3
dfxtp_1,82,82
Power figures rest on the tool's default switching activity, not on a simulated workload.
