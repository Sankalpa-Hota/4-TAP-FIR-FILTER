## flow/run.sh

```bash
#!/bin/bash
# OpenROAD 26Q1-2900-gdf79404cd8, Yosys 0.63+post, stock flow scripts
make -C /OpenROAD-flow-scripts/flow DESIGN_CONFIG=/design/flow/config.mk WORK_HOME=/design/flow/orfs finish
```

## flow/config.mk

```make
export PLATFORM = sky130hd
export DESIGN_NAME = fir4rca_cas_u
export DESIGN_NICKNAME = fir4rca_cas_u
export VERILOG_FILES = /design/flow/design.v
export SDC_FILE = /design/flow/constraint.sdc
export NUM_CORES = 4
export LEC_CHECK = 1
export CORE_UTILIZATION = 40
```

## flow/constraint.sdc

```tcl
current_design fir4rca_cas_u

set clk_period 10.8
set clk_io_pct 0.2

create_clock -name clk0 -period $clk_period [get_ports {clk}]

set non_clock_inputs [all_inputs -no_clocks]
set_input_delay [expr $clk_period * $clk_io_pct] -clock clk0 $non_clock_inputs
set_output_delay [expr $clk_period * $clk_io_pct] -clock clk0 [all_outputs]
```

## flow/design.v

```verilog
module fir4rca_cas_u #(parameter w=16)(
  input                      clk, 
                             reset,
  input         [w-1:0] a,
  output logic  [w+1:0] s);
  logic         [w-1:0] ar, br, cr, dr;
  logic         [w-1:0] rca1_s;
  logic         [w  :0] rca2_s; 
  logic         [w+1:0] rca3_s;
  logic         [w  :0] rc1;
  logic         [w  :0] cr2;
  logic         [w+1:0] rc2;
  logic         [w+1:0] dr3;
  logic         [w  :0] rca1_co;
  logic         [w+1:0] rca2_co;
  logic         [w+2:0] rca3_co;
  logic         [w+1:0] sum;
  always_comb begin
    rca1_co[0] = 0;
    for(int i=0; i<w; i++)
      {rca1_co[i+1],rca1_s[i]} = ar[i] + br[i] + rca1_co[i];
	rc1 = {rca1_co[w],rca1_s};
  end
  always_comb begin
    rca2_co[0] = 0;
	cr2        = {1'b0,cr};
    for(int i=0; i<w+1; i++)
      {rca2_co[i+1],rca2_s[i]} = rc1[i] + cr2[i] + rca2_co[i];
	rc2 = {rca2_co[w+1],rca2_s};
  end
  always_comb begin    
    rca3_co[0] = 0;
	dr3        = {2'b0,dr};
    for(int i=0; i<w+2; i++)
      {rca3_co[i+1],rca3_s[i]} = rc2[i] + dr3[i] + rca3_co[i];
  end
  always_comb
    sum = rca3_s;
  always_ff @(posedge clk)			 
    if(reset) begin					 
	  ar <= 'b0;
	  br <= 'b0;
	  cr <= 'b0;
	  dr <= 'b0;
	  s  <= 'b0;
    end
    else begin					     
	  ar <= a;						 
	  br <= ar;
	  cr <= br;
	  dr <= cr;
	  s  <= sum; 
	end
endmodule
```

==> summary.txt <==
Observations from the implementation run.

Run status:
- The flow ran to the end, and the final reports show no timing, DRC or antenna violations.

Critical path:
- The run gives the highest cell delay on the worst timing path as 0.48 ns.
- Max fanout on the critical path was recorded as 2.
- The run puts the endpoint required time on the critical path at 11.01 ns.
- The run gives the register-to-register setup slack as 2.68 ns.
- The worst setup path is launched from a flop.
- The worst setup path is captured at a flop.
- The run puts the number of buffer and inverter stages on the critical path at 0.
- Listed in order, past its start point the critical path passes ha_1 -> fa_1 -> fa_1 -> fa_1 -> fa_1 -> fa_1 -> fa_1 -> fa_1 -> fa_1 -> fa_1 -> fa_1 -> fa_1 -> fa_1 -> fa_1 -> fa_1 -> fa_1 -> fa_1 -> fa_1 -> fa_1 -> nor2b_1.
- Looking at the critical path, the single cell with the biggest stage delay is sky130_fd_sc_hd__fa_1.
- In the setup report, the worst path falls into the class flop to flop.
- Counting stages on the worst path, the most repeated cell is sky130_fd_sc_hd__fa_1.
- On the critical path the largest part of the delay comes from adder cells.
- The run puts the worst endpoint data arrival time at 8.33 ns.

Floorplan:
- The run gives the area enclosed by the die boundary as 8640 um2.
- According to the floorplan log, the row count is 32.
- The run gives the floorplan core area as 7850 um2.
- The run puts the top-level I/O count at 36.
- Per the OpenROAD floorplan log, the height of the die is 92.9 um.
- The run gives the horizontal die dimension as 92.9 um.
- The run gives the starting density of the core as 0.421.

GRT:
- Entering global routing, the biggest net connects 83 pins.
- The run puts the total global-route track usage at 0.111.
- The run puts the total grt overflow at 0.
- The run puts the first-pass GRT wire length at 7160 um.
- The run gives the number of global-route vias before repair as 1,672.
- The run puts the initial antenna violation count at 0.

Logic synthesis:
- The run puts the number of enable-type register cells in the synthesized netlist at 0.
- After synthesis, the most frequently instantiated cells are sky130_fd_sc_hd__dfxtp_1, sky130_fd_sc_hd__nor2b_1, sky130_fd_sc_hd__fa_1.
- The run gives the most numerous cell in the Yosys netlist as sky130_fd_sc_hd__dfxtp_1.
- The run puts the post-synthesis instance area at 3310 um2.
- Of all cell types, the one taking the most synthesized area is sky130_fd_sc_hd__dfxtp_1.
- The run puts the cell count listed in synth_stat.txt at 248.
- The run puts the post-synthesis cell count at 248.
- The run puts the share of synthesized registers carrying an async set or reset at 0.
- The run puts the mean area per synthesized cell at 13.3 um2.
- The run gives the sequential cell area fraction in the yosys report as 0.496.
- The run puts the number of synthesized register bits at 82.
- The main area contributors are sky130_fd_sc_hd__dfxtp_1, sky130_fd_sc_hd__fa_1, sky130_fd_sc_hd__nor2b_1.
- The synthesis report lists the Yosys warning total as 1.
- The run gives the fraction of synthesized cell area taken by the top area cell type as 0.496.
- The run puts the number of library cell types mapped by synthesis at 7.
- Per the synth stats, the flop cell with the highest instance count is sky130_fd_sc_hd__dfxtp_1.
- The run puts the area of the synthesized netlist per yosys stat at 3310 um2.

Detailed routing:
- The run gives the total antenna diodes in the routed design as 0.
- The run puts the routed via count divided by cell count at 4.04.
- The run puts the final routed wirelength across all metal layers at 3940 um.
- The run gives the iteration-0 DRC count of the detailed router as 24.
- After detailed routing, the number of remaining DRC violations is 0.
- The final route contains 1,587 vias.
- The run puts the final antenna-violating net count at 0.
- The run gives the routed wire length per instance as 10.0 um.
- The iteration count recorded for the first detailed-route pass is 4.

Clocking:
- The run gives the maximum number of buffers from clock root to sink as 2.
- Hold repair after CTS inserted 0 buffers.
- The run gives the register clock-pin slew on the reported worst setup and hold paths as 0.08 ns.
- The run gives the number of sinks handled by clock tree synthesis as 82.
- Buffers added to address setup during post-CTS repair amount to 0.
- The run gives the TritonCTS clock tree as yes.
- The run gives the number of H-tree levels as 3.
- After clock tree synthesis, the repair step resized 0 gates.
- The number of clock buffers added by TritonCTS is 9.
- At the later pin of the worst-skew pair, clock insertion delay measures 0.34 ns.
- The run gives the cell at the root of the clock tree as sky130_fd_sc_hd__clkbuf_8.

Timing:
- The run puts the pin slew with the least headroom to its limit at 0.797 ns.
- In this run the tightest slew margin relative to its limit is 0.469.
- The run puts the fmax at 0.123 GHz.
- For reference, the final report shows the hold violation count at 0.
- The run gives the part of the cycle the worst path needs as 0.752.
- The run gives the aggregate negative setup slack as 0 ns.
- The run gives the final tally of setup violations as 0.
- Setup repair after global routing left no endpoint under its margin.
- The run puts the number of max-slew violations in the final report at 0.
- The routed design could run at a clock period as short as 8.12 ns.
- The run gives the worst clock skew on the final layout as 0.0115 ns.

Placement:
- The run gives the number of I/O port buffers as 35.
- Once placement finished, the instance area stood at 3690 um2.
- Note, the detailed placer reported a final HPWL of 2690 um.
- The run puts the weighted congestion reported at the end of routability-driven placement at 0.739.

Power:
- Of the total power, the clock network draws 0.440.
- The run puts the power density over the cells at 175 nW/um2.
- The run gives the switching power of the nets as 0.000136 W.
- The run gives the static leakage power as 1.71 nW.
- The run puts the peak ir drop on the vdd network at 0.0812 mV.
- The run gives the switching portion of total power as 0.196.
- Summing internal, switching and leakage power gives 0.000694 W.
- The run puts the sequential share of power at 0.468.
- The run gives the total internal power as 0.000558 W.
- The share of total power dissipated in combinational logic is 0.092.

Finish:
- The run gives the final design instance area without fill as 3970 um2.
- The run puts the layout cell share with drive strength beyond 1 at 0.0550.
- Compared with the post-synthesis result, the final layout area differs by 20.0%.
- The run puts the final design utilization at 0.506.
- The run puts the number of fill cells in the layout at 708.

Job:
- The run gives the reported max-cap violation count as 0.
- The run puts the number of OpenROAD warnings at 25.

Worst hold path:
- The run gives the worst hold path class as flop to flop.
==> cell families (layout without fill, tap and decap cells) <==
kind of cell / count (synthesis) / count (layout) / synth area share
DFF: 82 / 82 / 0.496
adders and majority gates: 49 / 49 / 0.290
buffers and inverters: 35 / 78 / 0.0602
and+or+nand+nor: 82 / 82 / 0.154
==> layout by cell type (no fill, tap or decap), drive strengths merged <==
cell type      count
buf                2
fa                46
nor2               2
bufinv             5
clkbuf            11
inv               26
clkdlybuf4s50     34
ha                 3
dfxtp             82
nor2b             80
==> metal layers <==
layer / up-vias / part of all wire / global-route usage
met3: 10 / 0.058 / 0.0326
met4: 0 / 0.023 / 0.0244
met5: - / 0 / 0
li1: 794 / - / -
met2: 35 / 0.43 / 0.161
met1: 748 / 0.49 / 0.176
==> path summary, 6_finish.rpt <==
path,startpoint,endpoint,cells after the start
worst max-delay path,ar[0]$_SDFF_PP0_,s[16]$_SDFF_PP0_,20
worst min-delay path,br[8]$_SDFF_PP0_,cr[8]$_SDFF_PP0_,1
worst max register to register,ar[0]$_SDFF_PP0_,s[16]$_SDFF_PP0_,20
worst min register to register,br[8]$_SDFF_PP0_,cr[8]$_SDFF_PP0_,1
==> per-stage QoR <==
step                cells  hold slack (ns)  worst slack [ns]
floorplan             248            0.438              3.00
global placement      377            0.446              2.76
detailed placement    377            0.455              2.66
CTS                   393            0.467              2.62
global route          393            0.471              2.38
finish                393            0.462              2.68
==> state kept, by name (all words and copies together), names as in the netlist <==
name and cells:
s 18, ar 16, br 16, cr 16
dr 16
==> power groups by stage <==
stage	sequential [W]	clock, W	combinational [W]
finish	0.000325	0.000306	0.0000637
global route	0.000327	0.000327	0.0000756
CTS	0.000326	0.000314	0.0000662
==> cell type report <==
type / count / area, um2 / area share
sequential: 82 / 1640 / 0.414
timing repair buffer: 36 / 353 / 0.0889
inverter: 26 / 97.6 / 0.0246
clock buffer: 11 / 131 / 0.0331
clock inverter: 5 / 150 / 0.0378
multi-input combinational: 131 / 1470 / 0.370
tap: 102 / 128 / 0.0322
Power and IR drop assume default switching activity.
