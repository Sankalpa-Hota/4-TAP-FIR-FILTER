## /design/flow/config.mk

```make
export PLATFORM = sky130hd
export DESIGN_NAME = fir4_Carry_Skip_Adder_u
export DESIGN_NICKNAME = fir4_Carry_Skip_Adder_u
export VERILOG_FILES = /design/flow/design.v
export SDC_FILE = /design/flow/constraint.sdc
export NUM_CORES = 4
export LEC_CHECK = 1
export CORE_UTILIZATION = 50
export SYNTH_HDL_FRONTEND = slang
```

## /design/flow/constraint.sdc

```tcl
current_design fir4_Carry_Skip_Adder_u

set clk_period 10.2
set clk_io_pct 0.2

create_clock -name clk0 -period $clk_period [get_ports {clk}]

set non_clock_inputs [all_inputs -no_clocks]
set_input_delay [expr $clk_period * $clk_io_pct] -clock clk0 $non_clock_inputs
set_output_delay [expr $clk_period * $clk_io_pct] -clock clk0 [all_outputs]
```

## /design/flow/design.v

```verilog
`timescale 1ns/1ps
module fir4_Carry_Skip_Adder_u #(parameter w=16)(
    input  logic              clk,
    input  logic              reset,
    input  logic [w-1:0]      a,
    output logic [w+1:0]      s
);
    logic [w-1:0] ar, br, cr, dr;
    localparam int B  = 4;                
    localparam int NB = (w + B - 1) / B;  
    logic [w-1:0] p;           
    logic [w-1:0] g;           
    logic [w  :0] c;           
    logic [NB-1:0] bp;         
    logic [w-1:0] sum_ab;      
    logic [w+1:0] sum;         
    logic carry_in_bit;
    integer i, b, idx, base, next_boundary;
    always_comb begin
        for (i = 0; i < w; i=i+1) begin
            p[i] = ar[i] ^ br[i];
            g[i] = ar[i] & br[i];
        end
        c[0] = 1'b0;
        for (b = 0; b < NB; b=b+1) begin
            base = b * B;
            bp[b] = 1'b1;
            for (i = 0; i < B; i=i+1) begin
                idx = base + i;
                if (idx < w)
                    bp[b] = bp[b] & p[idx];
            end
            carry_in_bit = c[base];   
            for (i = 0; i < B; i=i+1) begin
                idx = base + i;
                if (idx < w) begin
                    sum_ab[idx] = p[idx] ^ carry_in_bit;
                    carry_in_bit = g[idx] | (p[idx] & carry_in_bit);
                    c[idx+1] = carry_in_bit;
                end
            end
            next_boundary = base + B;
            if (next_boundary < w) begin
                c[next_boundary] = bp[b] ? c[base] : carry_in_bit;
            end
        end
        sum = {c[w], sum_ab} + cr + dr;   
    end
    always_ff @(posedge clk) begin
        if (reset) begin
            ar <= '0;
            br <= '0;
            cr <= '0;
            dr <= '0;
            s  <= '0;
        end else begin
            ar <= a;
            br <= ar;
            cr <= br;
            dr <= cr;
            s  <= sum;
        end
    end
endmodule
```

## /design/flow/run.sh

```bash
#!/bin/bash
# OpenROAD 26Q1-2900-gdf79404cd8, Yosys 0.63+post, stock flow scripts
make -C /OpenROAD-flow-scripts/flow DESIGN_CONFIG=/design/flow/config.mk WORK_HOME=/design/flow/orfs finish
```

==> deck_impl_summary.md <==
Synthesis and Place & Route Summary

Detailed routing
  • Drt first pass iters: 4
  • Via count: 2409
  • Mean routed wirelength per cell: 10.74 um
  • WL final: 5.811 mm
  • DRT antenna net count: 0
  • # DRC: 0
  • Via-to-Cell Ratio: 4.453
  • Drt first-iter violations: 68
  • Number of diodes: 0

CTS
  • Htree depth: 3
  • CTS tree: built
  • Insertion Delay late pin: 0.35 ns
  • Post-CTS sizing: 0
  • CTS Sinks: 82
  • TritonCTS buffer count: 9
  • CTS max path bufs: 2
  • Clk slew on worst S/H paths: 0.08 ns
  • CTS Root Cell: clkbuf_8
  • # Post-CTS Setup Buffers: 0
  • Post-CTS Hold Buffers: 0

Pwr
  • Clock power frac: 33.8%
  • Cell Pwr Density: 146.3 mW/mm^2
  • Pleak: 2.054 nW
  • Sw power: 0.1712 mW
  • Seq pwr share: 50.6%
  • Int Pwr: 0.5053 mW
  • Peak supply drop: 0.1092 mV
  • Switching part of the total: 25.31%
  • Logic pwr share: 15.6%

Global route
  • First-pass GRT wire length: 10.40 mm
  • GRT Util Overall: 16.22%
  • Initial antenna violation count: 0
  • Total gr overflow: 0
  • Largest net degree at the start of global routing: 82
  • Vias in the first global route: 2263

Final timing
  • Fin crit share: 82.84%
  • F_max: 118.4 MHz
  • Final min period: 8.449 ns
  • Unrepaired setup endpoints after global routing: false
  • Final number of setup-violating endpoints: 0
  • Final Max-Slew Violation Tally: 0
  • Final hold violation count: 0
  • Fin Setup TNS: 0 ns
  • WHS: 0.4643 ns
  • Rel. slew slack: 46.09%
  • Actual transition at the worst max-transition pin: 0.8087 ns
  • Setup Skew: 0.01689 ns

Placed design
  • Cells after DPL: 525
  • Global placement routability congestion: 0.8022
  • DP Area: 0.004431 sq mm
  • Hpwl dp: 4.230 mm
  • PortBufs: 35

Critical path
  • Worst EP required: 10.43 ns
  • Worst path most repeated cell: fa_1
  • Crit. Startpoint: ar[0]
  • Crit end category: flip-flop
  • Critical path class: flip-flop to flip-flop
  • Max stage delay cell, worst path: fa_1
  • CP peak stage delay: 0.47 ns
  • Worst r2r src: ar[0]
  • Setup crit start kind: flip-flop
  • Reg2Reg Setup Slack: 1.75 ns
  • Critical-path maximum fanout: 7
  • Critical path arrival: 8.68 ns

Flow run
  • Max-cap viol count: 0
  • Tool warning count: 36

Min path
  • Hold path start: cr[11]
  • Hold WC Path Type: flip-flop to flip-flop

Layout
  • Cell Count, Final, Fillers Out: 541
  • Finished Cell Area: 0.004624 sq mm
  • Layout area overhead: 15.93%
  • Layout cells sized above 1: 6.834%

Die
  • FP Rows: 32
  • I/O Pins: 36
  • Die H: 91.32 um
  • Core area: 0.007727 sq mm
  • Chip area: 0.008338 sq mm
  • Initial Util: 51.62%
  • Die width: 91.32 um

Logic synthesis
  • Mapped Cells: 397
  • Yosys cell count: 397
  • Area leader, netlist: dfxtp_1
  • Synthesized flop and latch total: 82
  • Synthesized cell area: 0.003989 sq mm
  • Syn Area/Cell: 10.05 sq um
  • Count of unique library cells instantiated by Yosys: 46
  • Post-synth EDFFs: 0
  • Yosys Chip Area: 0.003989 sq mm
  • Post-synth ARST share: 0%
  • Yosys warns: 0
  • Top-area cell share: 41.15%
  • Ys flop type: dfxtp_1
  • Top cells, area: dfxtp_1 (41%), fa_1 (16%), ha_1 (8.8%), inv_1 (7.0%), nor2b_1 (6.1%)
  • Synth Seq Share: 41.15%

Outcome
  • Status: completed
-- routing by layer --
metal / global-route usage, % / part of all wire [%] / up-vias
li1: - / - / 1313
met2: 21.21 / 39 / 47
met3: 3.316 / 4.5 / 7
met5: 0 / 0 / -
met4: 2.646 / 1.4 / 0
met1: 29.70 / 56 / 1042
-- cells in the mapped netlist (all sizes together) (5+ instances only) --
master and count:
a21o 5, a21oi 11, clkbuf 9, dfxtp 82, fa 32, ha 28, inv 74, mux2 6
nand2 5, nor2 47, nor2b 39, nor3 9, o21a 6, o21ai 6
-- sequential cells by signal, summed over array words and instances (netlist names) --
name and count:
ar 16, br 16, cr 16, dr 16, s 18
-- layout by cell type, fill, tap and decap left out, types with 3 or more instances in the layout --
master | netlist | final
a21oi_2 | 4 | 4
a211oi_1 | 3 | 3
fa_1 | 32 | 32
nor3_1 | 9 | 9
nor2_1 | 47 | 47
nand2b_1 | 3 | 3
a21o_1 | 5 | 5
clkbuf_8 | 0 | 9
clkdlybuf4s50_1 | 0 | 34
o21a_1 | 6 | 6
o21ai_0 | 4 | 4
inv_1 | 74 | 74
dfxtp_1 | 82 | 82
a21oi_1 | 7 | 7
nor2b_1 | 39 | 39
ha_1 | 28 | 28
xnor2_1 | 3 | 3
nand2_1 | 5 | 5
mux2_2 | 4 | 4
-- layout make-up --
cell class	instances	area (sq um)
fill	648	3103
multi-input combinational	231	2031
sequential	82	1642
timing repair buffer	36	352.8
inverter	74	277.8
clock buffer	11	131.4
tap	102	127.6
clock inverter	5	62.56
-- critical path, delay by kind of cell (launching register included) --
family / cells / cell delay (ns)
flops: 1 / 0.34
compound gates: 3 / 0.65
fa+ha+maj: 18 / 6.20
simple gates: 2 / 0.15
mux: 3 / 0.82
buf+inv: 3 / 0.16
-- worst paths after layout --
kind,to,cells past startpoint
worst max-delay path,s[16],29
worst min-delay path,dr[11],2
worst max register to register,s[16],29
worst min register to register,dr[11],2
-- cell families (layout without fill, tap and decap cells) --
group / after synthesis / in the layout / synth area share [%]
multiplexers: 7 / 7 / 1.945
AND-OR/OR-AND: 46 / 46 / 8.689
XOR/XNOR: 4 / 4 / 0.8785
AND/OR/NAND/NOR: 114 / 114 / 14.55
buffers and inverters: 84 / 126 / 7.936
adder cells (fa/ha/maj): 60 / 60 / 24.84
flip-flops: 82 / 82 / 41.15
-- power by group through the flow --
| stage | clock network [mW] | logic [mW] | registers (mW) |
|---|---|---|---|
| CTS | 0.240 | 0.106 | 0.343 |
| global route | 0.254 | 0.121 | 0.345 |
| finish | 0.229 | 0.105 | 0.342 |
-- stage by stage --
stage,setup slack [ns],power (mW),util [%]
after CTS,1.731,0.6885,59.84
after global placement,1.841,0.4555,57.33
after global routing,1.295,0.7200,59.84
after detailed placement,1.777,0.4552,57.33
final,1.751,0.6765,59.84
after floorplan,2.171,0.4175,-
Power figures rest on the tool's default switching activity, not on a simulated workload.
